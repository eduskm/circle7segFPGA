===== config.mk =====
export PLATFORM = sky130hd
export DESIGN_NAME = DE10_LITE_Golden_Top
export DESIGN_NICKNAME = DE10_LITE_Golden_Top
export VERILOG_FILES = /design/flow/design.v
export SDC_FILE = /design/flow/constraint.sdc
export NUM_CORES = 4
export LEC_CHECK = 1
export CORE_UTILIZATION = 30

===== constraint.sdc =====
current_design DE10_LITE_Golden_Top

set clk_period 2.4
set clk_io_pct 0.2

create_clock -name clk0 -period $clk_period [get_ports {MAX10_CLK1_50}]

set non_clock_inputs [all_inputs -no_clocks]
set_input_delay [expr $clk_period * $clk_io_pct] -clock clk0 $non_clock_inputs
set_output_delay [expr $clk_period * $clk_io_pct] -clock clk0 [all_outputs]

===== design.v =====
module DE10_LITE_Golden_Top(
	input 		          		ADC_CLK_10,
	input 		          		MAX10_CLK1_50,
	input 		          		MAX10_CLK2_50,
	output		    [12:0]		DRAM_ADDR,
	output		     [1:0]		DRAM_BA,
	output		          		DRAM_CAS_N,
	output		          		DRAM_CKE,
	output		          		DRAM_CLK,
	output		          		DRAM_CS_N,
	inout 		    [15:0]		DRAM_DQ,
	output		          		DRAM_LDQM,
	output		          		DRAM_RAS_N,
	output		          		DRAM_UDQM,
	output		          		DRAM_WE_N,
	output		     [7:0]		HEX0,
	output		     [7:0]		HEX1,
	output		     [7:0]		HEX2,
	output		     [7:0]		HEX3,
	output		     [7:0]		HEX4,
	output		     [7:0]		HEX5,
	input 		     [1:0]		KEY,
	output		     [9:0]		LEDR,
	input 		     [9:0]		SW,
	output		     [3:0]		VGA_B,
	output		     [3:0]		VGA_G,
	output		          		VGA_HS,
	output		     [3:0]		VGA_R,
	output		          		VGA_VS,
	output		          		GSENSOR_CS_N,
	input 		     [2:1]		GSENSOR_INT,
	output		          		GSENSOR_SCLK,
	inout 		          		GSENSOR_SDI,
	inout 		          		GSENSOR_SDO,
	inout 		    [15:0]		ARDUINO_IO,
	inout 		          		ARDUINO_RESET_N,
	inout 		    [35:0]		GPIO
);
wire ovfl;
localparam FREQ = 50000000;
localparam DREAPTA_LA_STANGA = 1;
localparam STANGA_LA_DREAPTA = 0;
localparam RAND_SUS = 1;
localparam RAND_JOS = 0;
clock_div #(
	.WIDTH (),
	.FREQ (FREQ)
)
clock_div_inst (
	.clk_i (MAX10_CLK1_50),
	.rst_ni(KEY[0]),
	.overflow_o(ovfl)
);
walking_circle #(
	.NUM_OF_DISPLAYS (),
	.COL_WIDTH (),
	.ROW (RAND_SUS),
	.DIRECTION (DREAPTA_LA_STANGA)
)
walking_circle_inst
(
	.clk_i(MAX10_CLK1_50),
	.rst_ni(KEY[0]),
	.overflow_i(ovfl),
	.seg7_o({HEX5, HEX4, HEX3, HEX2, HEX1, HEX0})
);
endmodule
module circle_on_seg #
(
    parameter led_logic = 1
)
(
    input row_i,
    input enable_i,
    output reg [7:0] seg_display_o
);
localparam HIGH_CIRCLE = 8'b0_1100011;
localparam LOW_CIRCLE  = 8'b0_1011100;
localparam OFF = 8'b0_0000000;
always @* begin
    if (enable_i) begin
        if (row_i) begin
            seg_display_o = HIGH_CIRCLE;
        end else begin
            seg_display_o = LOW_CIRCLE;
        end
    end else begin
        seg_display_o = OFF;
    end
    if (led_logic)
        seg_display_o = ~seg_display_o;
end
endmodule
module clock_div #(
	parameter WIDTH = $clog2(FREQ),
	parameter FREQ = 'd50_000_000
)
(
	input clk_i,
	input rst_ni,
	output reg overflow_o
);
reg [WIDTH - 1 : 0] count_o;
always @(posedge clk_i or negedge rst_ni) begin
	if(~rst_ni) begin
		count_o <= {WIDTH{1'b0}};
		overflow_o <= 1'b0;
	end
	else begin
		count_o <= count_o + 'b1;
		if (count_o == {WIDTH{1'b1}} - 1) begin
			overflow_o <= 1'b1;
		end
		if (count_o == {WIDTH{1'b1}}) begin
			overflow_o <= 1'b0;
		end
	end 
end
endmodule
module walking_circle #(
	parameter NUM_OF_DISPLAYS = 6,
	parameter COL_WIDTH = $clog2(NUM_OF_DISPLAYS),
	parameter ROW = 0,
	parameter DIRECTION = 0
)
(
	input clk_i,
	input rst_ni,
	input overflow_i,
	output [NUM_OF_DISPLAYS - 1 : 0] [7 : 0] seg7_o
);
reg row;  
reg directie;  
reg [COL_WIDTH - 1: 0] curr_display;
reg [NUM_OF_DISPLAYS - 1 : 0] col_en;
always @(posedge clk_i or negedge rst_ni) begin
	if (~rst_ni) begin
		curr_display <= 'b0;
		row <= ROW;
		directie <= DIRECTION;
	end
	else if (overflow_i) begin
		if(curr_display == 5 && directie) begin
			row <= ~row;
			directie <= ~directie;
		end else
		if (curr_display == 0 && directie == 0) begin
			row <= ~row;
			directie <= ~directie;
		end else begin
			curr_display <= directie ? curr_display + 1 : curr_display - 1; 
		end
	end
end
assign col_en = 1 << curr_display;
genvar i;
generate
    for (i = 0; i < NUM_OF_DISPLAYS; i=i+1) begin: seg7_for  
        circle_on_seg #
		(
			.led_logic(1)
		) circle_on_seg_inst (
            .row_i(row),
            .enable_i(col_en[i]),
            .seg_display_o(seg7_o[i])
        );
    end
endgenerate
endmodule

===== run.sh =====
#!/bin/bash
# OpenROAD 26Q1-2900-gdf79404cd8, Yosys 0.63+post, stock flow scripts
make -C /OpenROAD-flow-scripts/flow DESIGN_CONFIG=/design/flow/config.mk WORK_HOME=/design/flow/orfs finish

==> run summary <==
status: finished clean
largest net degree at the start of global routing: 33
RSZ-0062 raised after global routing: false
post-CTS setup buffers: 0
HP Start: clock_div_inst.count_o[24]$_DFF_PN0_
R2R setup slack: 0.58 ns
DRC: 0
iteration tally of the first detailed-router pass: 4
Crit Path Category: flip-flop to output port
Storage cell area: 806 um2
H-tree depth: 2
antenna violations before repair: 0
Place WS: 0.341 ns
final tally of setup violations: 0
critical path launch point type: flip-flop
TritonCTS Sinks: 32
met2 WL: 1320 um
Log Warnings: 112
Routed WL: 3220 um
worst slew pin tran: 0.508 ns
Starting DRT DRC Count: 56
Leak: 0.00114 uW
Layout area overhead: 11.1%
DR WL met3: 356 um
IO buf count: 43
Ys Warns: 53
final worst slack: 0.127 ns
Hold EP: clock_div_inst.count_o[24]$_DFF_PN0_
fin crit share: 0.947
slew margin rel.: 0.661
ANT cells: 0
CTS root buf: clkbuf_8
total CTS buffers: 5
Total GRT Usage: 0.0816
die span in x: 88.3 um
Slew Limit Fails: 0
Reg2Reg Depth: 5
wire length per cell: 8.91 um
cells after synthesis: 241
worst r2r src: clock_div_inst.count_o[0]$_DFF_PN0_
placed wire-length estimate: 2380 um
Hold Crit Class: flip-flop to flip-flop
cts-stage hold buffer count: 0
register share after synthesis: 0.359
DRT antenna net count: 0
CP arrival: 1.79 ns
routed via count: 1443
global-route wire length before repair: 5090 um
#FFs+latches synth: 32
Final Core Density: 0.344
Die Ht: 88.3 um
Top Layer Used: met4
sum of negative setup slack: 0 ns
routability cong.: 0.736
cts repair resizes: 0
cell area after synthesis: 0.00224 mm2
Worst-path clk slew: 0.06 ns
die area: 0.00780 mm2
hold path depth: 1
FF-to-FF End: clock_div_inst.count_o[16]$_DFF_PN0_
syn_area_per_cell: 9.28 um2
io pins: 185
max cap viols: 0
Total Power: 965 uW
FP Util: 0.310
CTS tree: done
layout cells sized above 1: 0.0916
endpoints left unconstrained: 71
Max rail drop VDD: 155 uV
Final Non-Filler Cells: 361
fill count: 737
vias per cell: 4.00
clock latency (worst-skew pair): 0.28 ns
Placed Cells: 353
Final min period: 2.27 ns
Crit path required time: 1.92 ns
Overflow after GRT: 0
Longest Clk Path Bufs: 2
Cell variety after synth: 34
ys cells: 241
FP Rows: 31
Pwr per Cell Area: 389 mW/mm2
met1 wire length: 1500 um
number of global-route vias before repair: 1110
Worst Skew: 0.00446 ns
core area: 0.00721 mm2
Fin. Hold Viols: 0
Yosys chip area: 0.00224 mm2
Achievable Freq: 440 MHz
comb. cell area: 997 um2
Crit. End Element: output port
critical path fanouts, max: 11
## per-stage QoR
step | hold WS [ns] | cell area (um2)
after floorplan | 0.184 | 2430
after global placement | 0.457 | 2380
after detailed placement | 0.456 | 2380
after CTS | 0.472 | 2470
after global routing | 0.482 | 2480
final | 0.468 | 2480
## power breakdown
part           total [uW]  internal (uW)  switching, uW
sequential            540            540              0
clock                 412            233            178
combinational        14.1           2.49           11.6
## state kept, by name, summed over array words and instances (netlist names)
signal and count:
walking_circle_inst.directie 1, walking_circle_inst.curr_display 3, clock_div_inst.overflow_o 1, clock_div_inst.count_o 26
walking_circle_inst.row 1
## final cells by class
class,count,share of cell area
well taps,99,0.0498
flip-flops and latches,32,0.324
repair buffers,45,0.179
clock buffers,8,0.0363
inverters,6,0.00906
multi-input cells,171,0.401
## metal layers
metal | vias up | track usage
met5 | - | 0
met4 | 0 | 0.0103
met3 | 5 | 0.0208
met2 | 91 | 0.127
met1 | 650 | 0.120
li1 | 697 | -
## synth_stat cells, drive strengths merged
| library cell | count | area (um2) |
|---|---|---|
| and4 | 4 | 36.3 |
| a211oi | 2 | 15.0 |
| or3 | 1 | 6.26 |
| xor2 | 5 | 43.8 |
| nand3 | 15 | 75.1 |
| a21oi | 8 | 40.0 |
| nor4 | 1 | 12.5 |
| nand3b | 1 | 7.51 |
| buf | 80 | 601 |
| nand2b | 3 | 18.8 |
| a41oi | 1 | 8.76 |
| nor3 | 5 | 46.3 |
| or2 | 4 | 25.0 |
| clkbuf | 5 | 18.8 |
| nand4 | 7 | 58.8 |
| dfstp | 2 | 52.6 |
| nor2b | 2 | 12.5 |
| and3 | 3 | 18.8 |
| inv | 6 | 22.5 |
| a31oi | 3 | 18.8 |
| xnor2 | 20 | 175 |
| fa | 1 | 20.0 |
| conb | 2 | 7.51 |
| nand2 | 18 | 67.6 |
| dfrtp | 30 | 751 |
| and2 | 1 | 6.26 |
| nor2 | 7 | 26.3 |
| nand4b | 1 | 8.76 |
| nor4bb | 1 | 10.0 |
| ha | 2 | 25.0 |
## worst max-delay path: stages (launching register included)
cell	delay [ns]
dfrtp_1	0.51
nand2b_1	0.24
or3_1	0.35
clkdlybuf4s50_1	0.42
## worst max-delay path by stage
stage	start	to	slack, ns	cells past startpoint
after CTS	walking_circle_inst.curr_display[2]$_DFFE_PN0P_	HEX5[2]	0.04	4
after global routing	walking_circle_inst.curr_display[1]$_DFFE_PN0P_	HEX1[4]	0.007	3
final	walking_circle_inst.curr_display[1]$_DFFE_PN0P_	HEX1[3]	0.13	3
## kinds of logic after synthesis
kind of cell             after synthesis  synth area share
XOR/XNOR                              25            0.0979
other                                  2           0.00336
AND/OR/NAND/NOR                       74             0.195
adder cells (fa/ha/maj)                3            0.0201
AND-OR/OR-AND                         14            0.0369
buffers and inverters                 91             0.287
flip-flops                            32             0.359
## cells in the final DEF, fill, tap and decap left out
cell	instances
conb_1	55
clkdlybuf4s50_1	43
dfrtp_1	28
xnor2_1	20
nand2_1	18
nand3_1	15
a21oi_1	8
nand4_1	6
inv_1	6
nor2_1	6
clkbuf_8	6
xor2_1	5
or2_2	4
nor3_2	3
and4_1	3
and3_1	3
nand2b_1	3
a31oi_1	3
nor2b_1	2
a211oi_1	2
ha_1	2
clkbuf_1	2
buf_4	2
dfrtp_2	2
dfstp_2	2
nand4_4	1
nor4_2	1
nor3_4	1
and2_1	1
and4_2	1
nor2_2	1
nand3b_1	1
nand4b_1	1
or3_1	1
nor4bb_1	1
a41oi_1	1
nor3_1	1
fa_1	1
Power is estimated from default activity; no workload was simulated.
